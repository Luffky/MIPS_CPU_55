==> design/flow/design.v <==
`timescale 1ns / 1ps
module light(
    input [31:0] x,
    input clk,
	 input rst,
    output reg [6:0] a_to_g,
	 output reg[7:0] an
    );
wire [2:0] s;
reg [3:0] digit;
reg [31:0] clkdiv;
wire [7:0] aen;
assign s = clkdiv[19:17]; 
assign aen = 8'b11111111;
always@(*)begin
case(s)
    3'b000: digit = x[3:0];
	 3'b001: digit = x[7:4];
	 3'b010: digit = x[11:8];
	 3'b011: digit = x[15:12];
	 3'b100: digit = x[19:16];
	 3'b101: digit = x[23:20];
	 3'b110: digit = x[27:24];
	 3'b111: digit = x[31:28];
endcase
end
always@(*)begin
case(digit)
   0: a_to_g = 7'b0000001;     
   1: a_to_g = 7'b1001111;    
   2: a_to_g = 7'b0010010;     
   3: a_to_g = 7'b0000110;     
   4: a_to_g = 7'b1001100;    
   5: a_to_g = 7'b0100100;     
   6: a_to_g = 7'b0100000;     
   7: a_to_g = 7'b0001111;    
   8: a_to_g = 7'b0000000;     
   9: a_to_g = 7'b0000100;     
 'hA: a_to_g = 7'b0001000; 
 'hB: a_to_g = 7'b1100000;    
 'hC: a_to_g = 7'b0110001;     
 'hD: a_to_g = 7'b1000010;     
 'hE: a_to_g = 7'b0110000;     
 'hF: a_to_g = 7'b0111000;     
default: a_to_g = 7'b0000001;   
  endcase
end
always@(*)begin
an = 8'b11111111;
    if(aen[s] == 1)
	     an[s] = 0;
end
always@(posedge clk)begin
    if(rst == 1)
	     clkdiv <= 0;
	 else
	     clkdiv <= clkdiv + 1;
end
endmodule
==> design/flow/run.sh <==
#!/bin/bash
# OpenROAD 26Q1-2900-gdf79404cd8, Yosys 0.63+post, stock flow scripts
make -C /OpenROAD-flow-scripts/flow DESIGN_CONFIG=/design/flow/config.mk WORK_HOME=/design/flow/orfs finish
==> design/flow/config.mk <==
export PLATFORM = sky130hd
export DESIGN_NAME = light
export DESIGN_NICKNAME = light
export VERILOG_FILES = /design/flow/design.v
export SDC_FILE = /design/flow/constraint.sdc
export NUM_CORES = 4
export LEC_CHECK = 1
export CORE_AREA = 10 10 91 91
export DIE_AREA = 0 0 101 101
==> design/flow/constraint.sdc <==
current_design light

set clk_period 4.7
set clk_io_pct 0.2

create_clock -name clk0 -period $clk_period [get_ports {clk}]

set non_clock_inputs [all_inputs -no_clocks]
set_input_delay [expr $clk_period * $clk_io_pct] -clock clk0 $non_clock_inputs
set_output_delay [expr $clk_period * $clk_io_pct] -clock clk0 [all_outputs]
==> insert_results.sql <==
-- flow metrics import
INSERT INTO impl_metrics (metric_group, metric, value, unit) VALUES
('floorplan', 'fp_util', '23.5', '%'),
('layout', 'layout.cells.non_filler', '300', ''),
('layout', 'drive_above_1_share', '7.17', '%'),
('place', 'placed_cells', '296', ''),
('place', 'io_buffer_count', '48', ''),
('cts', 'clock_insertion_delay_worst_skew', '0.26', 'ns'),
('timing', 'worst_slew_margin_relative_to_its_limit', '50.9', '%'),
('worst_setup_path', 'worst-r2r-setup-slack', '2.85', 'ns'),
('routing', 'vias_per_cell', '4.54', ''),
('worst_setup_path', 'worstSetupPathType', 'register to output pin', ''),
('timing', 'totalNegativeSetupSlack', '0', 'ns'),
('cts', 'cts_tree', 'yes', ''),
('synthesis', 'share_of_flip_flops_with_an_asynchronous_set_or_reset_after_synthesis', '0', '%'),
('cts', 'ctsHoldBuffers', '0', ''),
('worst_setup_path', 'crit_chain', 'inv_1, ha_1, ha_1, or4_4, a41oi_1, inv_1, ha_1, o21ai_0, mux2i_1, clkdlybuf4s50_1', ''),
('timing', 'final_period_minus_worst_setup_slack', '4.44', 'ns'),
('timing', 'layout_setup_ws', '0.257', 'ns'),
('worst_setup_path', 'timing.critical_path.max_delay_family', 'buffers and inverters', ''),
('flow_run', 'log.warning_count', '32', ''),
('pwr', 'power.leakage', '0.745', 'nW'),
('synthesis', 'synth.lib_cells_used.distinct', '41', ''),
('global_route', 'grt_first_pass_wirelength', '6710', 'um'),
('synthesis', 'ys_cells', '178', ''),
('worst_setup_path', 'crit_path_max_incr_delay', '0.59', 'ns'),
('worst_setup_path', 'slowest_stage', 'sky130_fd_sc_hd__or4_4', ''),
('place', 'routabilityCongestion', '0.870', ''),
('cts', 'clock_sinks', '20', ''),
('floorplan', 'ios', '49', ''),
('synthesis', 'synth-warning-count', '1', ''),
('synthesis', 'synthDominantAreaCellType', 'sky130_fd_sc_hd__dfxtp_1', ''),
('timing', 'hold_viol_final', '0', ''),
('synthesis', 'avgSynthCellArea', '8.39', 'sq um'),
('floorplan', 'placementRows', '29', ''),
('timing', 'hold_ws', '0.481', 'ns'),
('routing', 'drc', '0', ''),
('global_route', 'grt_usage', '7.92', '%'),
('timing', 'worst_margin_slew', '0.734', 'ns'),
('synthesis', 'synth_top_flop_cell', 'sky130_fd_sc_hd__dfxtp_1', ''),
('worst_setup_path', 'cp-start-kind', 'register', ''),
('flow_run', 'drv_cap', '0', ''),
('cts', 'number_of_buffers_between_clock_root_and_the_deepest_sink', '2', ''),
('routing', 'iteration_tally_of_the_first_detailed_router_pass', '4', ''),
('layout', 'layout_top_registers', 'clkdiv: 20 flops', ''),
('timing', 'setup_violations', '0', ''),
('floorplan', 'die-height', '101', 'um'),
('synthesis', 'synth_area', '1490', 'sq um'),
('routing', 'number_of_diodes_added_for_antenna_fixing', '0', ''),
('status', 'status', 'finished, final reports clean', ''),
('global_route', 'globalRoute.totalOverflow', '0', ''),
('synthesis', 'post-synth-top-area-fraction', '26.8', '%'),
('hold_path', 'min_path_type', 'register to register', ''),
('floorplan', 'core_area', '6350', 'sq um'),
('pwr', 'pwr_per_cell_area', '180', 'nW/um^2'),
('worst_setup_path', 'critical_path_capture_point_type', 'output pin', ''),
('cts', 'cts-buffers-inserted', '3', ''),
('floorplan', 'chipWidth', '101', 'um'),
('worst_setup_path', 'path_buffers', '3', ''),
('synthesis', 'ys.flops', '20', ''),
('routing', 'route.detailed.wl_per_inst', '13.6', 'um'),
('timing', 'final_min_period_over_clock_period', '94.5', '%'),
('worst_setup_path', 'path_max_fanout', '8', ''),
('worst_setup_path', 'r2r.worst_path.cells', '5', ''),
('place', 'pre_cts_ws', '0.363', 'ns'),
('floorplan', 'die_area', '10200', 'sq um'),
('hold_path', 'min_path_cells', '2', ''),
('worst_setup_path', 'worstSetupPathDepth', '10', ''),
('timing', 'worst_clock_skew', '0.00589', 'ns'),
('synthesis', 'ys_seq_share', '26.8', '%'),
('routing', 'antenna_left', '0', ''),
('pwr', 'vdd_ir_drop_max', '265', 'uV'),
('worst_setup_path', 'arrival', '3.50', 'ns');
## area by class of cell
cell class | count | area (sq um)
fill | 631 | 4280
clock buffer | 4 | 55.1
inverter | 11 | 41.3
tap | 77 | 96.3
sequential | 20 | 400
multi-input combinational | 138 | 986
timing repair buffer | 50 | 495
## stage by stage
stage / total power (W) / cell area [sq um]
2_1_floorplan: 0.000204 / 1490
3_3_place_gp: 0.000249 / 2020
3_5_place_dp: 0.000249 / 2020
4_1_cts: 0.000379 / 2070
5_1_grt: 0.000390 / 2070
6_report: 0.000373 / 2070
## cell families after synthesis
family	count (synthesis)	share of synthesized area, %
compound gates	32	16.4
fa+ha+maj	12	10.0
xor+xnor	15	8.79
simple gates	67	22.4
mux	12	8.38
buf+inv	20	7.20
flops	20	26.8
## worst register-to-register path, stage by stage, from the launching register on
cell and delay (ns):
sky130_fd_sc_hd__dfxtp_1 0.40, sky130_fd_sc_hd__and4_1 0.27, sky130_fd_sc_hd__nand4_1 0.25, sky130_fd_sc_hd__nor3_1 0.45, sky130_fd_sc_hd__a211oi_1 0.14, sky130_fd_sc_hd__a31o_2 0.24
## cells in the final DEF, fill, tap and decap left out, types with 4 or more instances in the layout
cell type,instances
sky130_fd_sc_hd__xnor2_1,9
sky130_fd_sc_hd__nor3_1,4
sky130_fd_sc_hd__dfxtp_1,20
sky130_fd_sc_hd__ha_1,12
sky130_fd_sc_hd__nand3_1,9
sky130_fd_sc_hd__mux2_2,4
sky130_fd_sc_hd__or3_1,5
sky130_fd_sc_hd__mux2i_1,8
sky130_fd_sc_hd__nand2_1,12
sky130_fd_sc_hd__nand4_1,4
sky130_fd_sc_hd__a22oi_1,5
sky130_fd_sc_hd__o21ai_0,5
sky130_fd_sc_hd__clkdlybuf4s50_1,48
sky130_fd_sc_hd__xor2_1,6
sky130_fd_sc_hd__clkbuf_8,4
sky130_fd_sc_hd__inv_1,11
sky130_fd_sc_hd__a21oi_1,5
sky130_fd_sc_hd__o22ai_1,4
sky130_fd_sc_hd__nor2_1,20
## worst paths after layout
kind,start,to
hold / removal,clkdiv[9],clkdiv[9]
hold reg to reg,clkdiv[9],clkdiv[9]
setup / recovery,clkdiv[17],a_to_g[5]
setup reg to reg,clkdiv[6],clkdiv[19]
## report_power, final
part / total, W / internal, W / leakage (nW) / switching (W)
clock network: 0.000129 / 0.0000745 / 0.0288 / 0.0000548
logic: 0.0000702 / 0.0000470 / 0.554 / 0.0000233
registers: 0.000174 / 0.000172 / 0.162 / 0.00000235
## layer usage
| layer | vias to the layer above | GRT usage [%] | part of all wire, % |
|---|---|---|---|
| met1 | 592 | 10.7 | 49 |
| met3 | 4 | 2.01 | 8.3 |
| met2 | 44 | 12.8 | 41 |
| met4 | 0 | 0.965 | 1.4 |
| met5 | - | 0 | 0 |
| li1 | 721 | - | - |
Power and IR drop assume default switching activity.
